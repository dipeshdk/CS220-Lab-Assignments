$ cat design/flow/design.v
`timescale 1ns / 1ps
module full_adder(a, b, cin, sum, cout);
	input a;
	input b;
	input cin;
	output sum;
	wire sum;
	output cout;
	wire cout;
	assign sum = a^b^cin;
	assign cout = (a & b) | (b & cin) | (cin & a);
endmodule
`timescale 1ns / 1ps
module Sevenfulladder(PB1,PB2,PB3,PB4,Y,z,carry);
	input PB1;
	input PB2;
	input PB3;
	input PB4;
	input [3:0]Y;
	reg [6:0] x;
	reg [6:0] b;
	output [6:0] z;
	wire [6:0] z;
	output carry;
	wire carry;
	wire carry0,carry1,carry2,carry3,carry4,carry5;
	always @(posedge PB1) begin
		x[3:0] <= Y;
	end
	always @(posedge PB2) begin
		x[6:4] <= Y[2:0];
	end
	always @(posedge PB3) begin
		b[3:0] <= Y;
	end
	always @(posedge PB4) begin
		b[6:4] <= Y[2:0];
	end
	full_adder FA0(x[0],b[0],1'b0,z[0],carry0);
	full_adder FA1(x[1],b[1],carry0,z[1],carry1);
	full_adder FA2(x[2],b[2],carry1,z[2],carry2);
	full_adder FA3(x[3],b[3],carry2,z[3],carry3);
	full_adder FA4(x[4],b[4],carry3,z[4],carry4);
	full_adder FA5(x[5],b[5],carry4,z[5],carry5);
	full_adder FA6(x[6],b[6],carry5,z[6],carry);
endmodule
$ cat design/flow/run.sh
#!/bin/bash
# OpenROAD 26Q1-2900-gdf79404cd8, Yosys 0.63+post, stock flow scripts
make -C /OpenROAD-flow-scripts/flow DESIGN_CONFIG=/design/flow/config.mk WORK_HOME=/design/flow/orfs finish
$ cat design/flow/config.mk
export PLATFORM = sky130hd
export DESIGN_NAME = Sevenfulladder
export DESIGN_NICKNAME = Sevenfulladder
export VERILOG_FILES = /design/flow/design.v
export SDC_FILE = /design/flow/constraint.sdc
export NUM_CORES = 4
export LEC_CHECK = 1
export CORE_AREA = 10 10 71 71
export DIE_AREA = 0 0 81 81
$ cat design/flow/constraint.sdc
current_design Sevenfulladder

set clk_period 2.3
set clk_io_pct 0.2

create_clock -name clk0 -period $clk_period [get_ports {PB1}]
create_clock -name clk1 -period $clk_period [get_ports {PB2}]
create_clock -name clk2 -period $clk_period [get_ports {PB3}]
create_clock -name clk3 -period $clk_period [get_ports {PB4}]

set non_clock_inputs [all_inputs -no_clocks]
set_input_delay [expr $clk_period * $clk_io_pct] -clock clk0 $non_clock_inputs
set_output_delay [expr $clk_period * $clk_io_pct] -clock clk0 [all_outputs]
==> run_results.csv <==
group,metric,value,unit
floorplan,core,0.00363,mm2
route,drc,0,
sta,timing.hold.ws,0.725,ns
route,antenna_cells,0,
synth,top_area_cell,"dfxtp_1",
synth,synth_warnings,1,
route,first_pass_iters,2,
hold_path,hold_path_end,"b[3]",
finish,layout_top_cell,"dfxtp_1",
route,wl_per_cell,9.58,um
global_route,grt_pass1_vias,351,
place,place_hpwl,746,um
sta,fin_tns_setup,-3.59,ns
clock_network,clock_sinks,14,
power_and_ir_drop,intPower,0.758,mW
synth,ys_cells,33,
critical_path,crit_top_cell,"fa_2",
sta,setup_ws,-1.18,ns
clock_network,cts.clk_slew.worst_paths,0.03,ns
place,port_buffers,12,
finish,drive_gt1_frac,0.500,
power_and_ir_drop,switching_share,0.178,
floorplan,die_h,81,um
route,viasPerCell,2.65,
synth,adder_share,0.274,
clock_network,postCtsSetupBuffers,0,
clock_network,cts_tree,"built",
outcome,outcome,"complete, but fails checks",
synth,avgSynthCellArea,14.7,um2
synth,synth_top_area_share,0.579,
hold_path,hp-class,"input pin to register",
hold_path,hp-start,"Y[3]",
finish,synthToLayoutAreaGrowth,60.2,%
critical_path,path_cells,"ha_2 -> fa_2 -> fa_2 -> fa_2 -> fa_2 -> fa_2 -> inv_2 -> fa_2 -> inv_2 -> buf_2",
route,routed_wl,958,um
sta,rsz0062_at_grt,"true",
power_and_ir_drop,ir_worst_vdd,0.368,mV
critical_path,cp_slowest_stage_delay,0.42,ns
place,placed_cells,86,
sta,finalHoldViolations,0,
global_route,grt_max_degree,5,
global_route,antenna_found_initial,0,
critical_path,crit_fanout,1,
critical_path,crit_required,1.84,ns
synth,mux_area_frac,0,
route,drt_iter0_drc,6,
job,drv_cap,0,
synth,synthesis.area,484,um2
floorplan,io_pins,16,
power_and_ir_drop,power_density,1190,mW/mm2
outcome,violations,"negative setup slack",
power_and_ir_drop,p_leak,0.326,nW
floorplan,die_x,81,um
synth,synth-seq-cells,14,
synth,ys_top_cells_by_area,"dfxtp_1 58%, fa_1 25%, buf_4 11%, inv_1 3.9%, ha_1 2.6%",
route,drtAntennaViolNets,0,
job,warning_count,29,
synth,logic_family,"adder cells",
power_and_ir_drop,clkPwrFrac,0.644,
critical_path,startpoint_type,"register",
synth,synth_cell_types,5,
clock_network,ctsHoldBuffers,0,
floorplan,dieArea,0.00656,mm2
floorplan,core.rowCount,22,
synth,xor_share,0,
critical_path,path_class,"register to output pin",
route,vias,265,
sta,relSlewSlack,0.914,
critical_path,crit_arrival,3.02,ns
place,dp_slack,-1.34,ns
power_and_ir_drop,pwr-share-seq,0.287,
hold_path,holdPathStages,1,
finish,lay_top_cells,"14 x dfxtp_1, 12 x clkbuf_8, 6 x fa_2, 6 x clkdlybuf4s50_1, 5 x buf_2",
finish,layoutNonFillerInstCount,100,
place,routabilityCongestion,0.673,
global_route,grt_use_total,0.0331,
critical_path,endpoint_kind,"output pin",
synth,synth_seq_share,0.579,
sta,setup_viol,5,
synth,synth-compound-area-share,0,
synth,syn-instance-count,33,
sta,tightestPinTransition,0.128,ns
global_route,grt_pass1_wl,1.52,mm
critical_path,crit_path_top_delay_cell,"fa_2",
sta,slew_violations,0,
synth,yosys_area,484,um2
global_route,overflow,0,
synth,simple_gate_share,0,
power_and_ir_drop,switchingPower,0.165,mW
power_and_ir_drop,comb_power_share,0.069,
floorplan,initial_utilization,0.133,
-- how the worst max path moves through the flow --
stage	from	to	slack, ns	depth (start not counted)
CTS	x[0]	z[6]	-1.36	10
global route	b[0]	z[6]	-1.27	10
finish	b[0]	z[6]	-1.18	10
-- layout make-up --
type | instances | area, um2
Timing Repair Buffer | 12 | 93.8
Inverter | 5 | 18.8
Clock buffer | 14 | 173
Multi-Input combinational cell | 7 | 150
Sequential cell | 14 | 280
Fill cell | 411 | 2860
Tap cell | 48 | 60.1
-- what timing repair did --
action	CTS	global route
resized	17	1
pin swaps	7	7
setup endpoints to repair	6	6
endpoints found under the hold margin	0	0
-- flip-flops by register name, indices dropped and copies added (netlist names) --
| register | cells |
|---|---|
| x | 7 |
| b | 7 |
-- metal layers --
layer,track usage,vias up,wire length (um)
li1,-,126,-
met1,0.0323,113,394
met2,0.0350,22,377
met3,0.0423,4,133
met4,0.0242,0,52
met5,0,-,0
-- critical path, delay by kind of cell, from the launching register on --
kind / cells / cell delay (ns)
buffers and inverters: 3 / 0.19
DFF: 1 / 0.29
adders and majority gates: 7 / 2.33
-- power by group through the flow --
| stage | combinational (mW) | sequential (mW) | clock [mW] |
|---|---|---|---|
| after CTS | 0.0688 | 0.264 | 0.615 |
| final | 0.0635 | 0.265 | 0.594 |
| after global routing | 0.0768 | 0.267 | 0.637 |
-- metrics by stage --
| stage | cell area (um2) | utilization | power (mW) |
|---|---|---|---|
| 2_1_floorplan | 499 | - | 0.314 |
| 3_3_place_gp | 627 | 0.173 | 0.351 |
| 3_5_place_dp | 627 | 0.173 | 0.353 |
| 4_1_cts | 776 | 0.213 | 0.948 |
| 5_1_grt | 776 | 0.213 | 0.981 |
| 6_report | 776 | 0.213 | 0.923 |
-- synthesized netlist by cell type --
| library cell | instances |
|---|---|
| inv_1 | 5 |
| buf_4 | 7 |
| dfxtp_1 | 14 |
| fa_1 | 6 |
| ha_1 | 1 |
-- cells by family after synthesis --
logic type | Yosys count
adders and majority gates | 7
buffers and inverters | 12
DFF | 14
No activity file was given, so power comes from the tool's default toggle rates.
