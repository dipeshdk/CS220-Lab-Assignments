File: design/flow/run.sh
#!/bin/bash
# OpenROAD 26Q1-2900-gdf79404cd8, Yosys 0.63+post, stock flow scripts
make -C /OpenROAD-flow-scripts/flow DESIGN_CONFIG=/design/flow/config.mk WORK_HOME=/design/flow/orfs finish
File: design/flow/config.mk
export PLATFORM = sky130hd
export DESIGN_NAME = eight_bit_comparator
export DESIGN_NICKNAME = eight_bit_comparator
export VERILOG_FILES = /design/flow/design.v
export SDC_FILE = /design/flow/constraint.sdc
export NUM_CORES = 4
export LEC_CHECK = 1
export CORE_AREA = 10 10 86 86
export DIE_AREA = 0 0 96 96
File: design/flow/constraint.sdc
current_design eight_bit_comparator

set clk_period 2.9
set clk_io_pct 0.2

create_clock -name clk0 -period $clk_period [get_ports {pb1}]
create_clock -name clk1 -period $clk_period [get_ports {pb2}]
create_clock -name clk2 -period $clk_period [get_ports {pb3}]
create_clock -name clk3 -period $clk_period [get_ports {pb4}]

set non_clock_inputs [all_inputs -no_clocks]
set_input_delay [expr $clk_period * $clk_io_pct] -clock clk0 $non_clock_inputs
set_output_delay [expr $clk_period * $clk_io_pct] -clock clk0 [all_outputs]
File: design/flow/design.v
`timescale 1ns / 1ps
module eight_bit_comparator(pb1,pb2,pb3,pb4,y,lo,go,eo);
input pb1,pb2,pb3,pb4;
input [3:0] y;
reg[7:0]a;
reg[7:0]b;
output eo,go,lo;
wire eo,go,lo;
wire eo0,go0,lo0;wire eo1,go1,lo1;wire eo2,go2,lo2;wire eo3,go3,lo3;wire eo4,go4,lo4;wire eo5,go5,lo5;wire eo6,go6,lo6;
always @(posedge pb1) begin
		a[3:0] <= y;
end
always @(posedge pb2) begin
		a[7:4] <= y;
end
always @(posedge pb3) begin
		b[3:0] <= y;
end
always @(posedge pb4) begin
		b[7:4] <= y;
end
one_bit_comparator oa0(a[7],b[7],1'b0,1'b0,1'b1,lo0,go0,eo0);
one_bit_comparator oa1(a[6],b[6],lo0,go0,eo0,lo1,go1,eo1);
one_bit_comparator oa2(a[5],b[5],lo1,go1,eo1,lo2,go2,eo2);
one_bit_comparator oa3(a[4],b[4],lo2,go2,eo2,lo3,go3,eo3);
one_bit_comparator oa4(a[3],b[3],lo3,go3,eo3,lo4,go4,eo4);
one_bit_comparator oa5(a[2],b[2],lo4,go4,eo4,lo5,go5,eo5);
one_bit_comparator oa6(a[1],b[1],lo5,go5,eo5,lo6,go6,eo6);
one_bit_comparator oa7(a[0],b[0],lo6,go6,eo6,lo,go,eo);
endmodule
`timescale 1ns / 1ps
module one_bit_comparator(a,b,li,gi,ei,lo,go,eo);
	input li,gi,ei,a,b;
	output lo,go,eo;
	reg lo,go,eo;
	always @(a or b or li or gi or ei) begin
		lo <= 1'b0;go <= 1'b0 ;eo <= 1'b0;
		if(li == 1'b1) lo <= 1'b1;
		else if (gi == 1'b1) go <= 1'b1;
		else if(ei == 1'b1) begin 
			if( a > b) go <= 1'b1;
			else if(a<b) lo <=1'b1;
			else if(a == b) eo <=1'b1;
		end
	end
endmodule
==> summary.txt <==
Results of the implementation run.

The cell with the largest stage delay on the worst path is sky130_fd_sc_hd__dfxtp_1. Once placement completed, the tool counted placed cells totaling 163. The total area inside the core boundary comes to 5540 um^2. The first-pass detailed-route iteration total is 2. The required time at the endpoint of the critical path came out at 2.32 ns. The startpoint class of the critical path is a flop. The worst setup path is of the reg -> out kind. The part of the total power dissipated in sequential elements came out at 30.4%. The initial antenna violation count is 0. The filler-free cell count of the finished design is 179. After legalization and detailed placement, the total HPWL measured 1.27 mm. The portion of total power attributed to combinational logic came out at 11.7%. The vertical die size is 96 um. The worst-case IR drop observed on VDD is 151 uV. The number of endpoints failing setup at the final stage came out at 0. The end-of-flow core utilization is 22.9%. The chip area from the yosys synthesis statistics is 856 um^2.

For reference, the post-synthesis area per instance comes to 10.2 um^2. Across all stage logs, warnings added up to 34. The power density over the cells is 624 nW/um^2. The floorplan has 27 rows. OpenSTA lists the critical path endpoint as go. Dividing the detail-routed wire length by the instance count gives 9.57 um. TritonCTS built the clock tree. The number of endpoints with negative hold slack in the final report is 0. The clock share of power came out at 57.9%. The final estimated routing congestion in global placement is 0.814. The clock sink count is 16. The count of routing violations after the opening detailed-route iteration is 30. The number of top-level design ports came out at 11. The class of the tightest hold or removal check is in -> reg. The fraction of the mapped netlist area in compound gates is 12.6%. The number of cells on the worst hold path is listed as 1.

The final global-route overflow total is 0. The DRC violation count after routing is 0. The overall power consumption is 0.793 mW. The maximum single-stage delay on the critical path is 0.32 ns.

The number of warnings issued by yosys came out at 2. The pin count of the biggest net entering global routing is 6. The vias after detailed routing came out at 632. The data arrival time of the critical path came out at 2.18 ns. The number of routed nets with antenna violations came out at 0. Of the synthesized area, sequential elements account for 37.4%. The number of instances in the synthesized netlist came out at 84. The cell area that synthesis handed to floorplanning was 856 um^2. Counting pins that exceed their max-slew limit in the final report gives 0. The area added between synthesis and finish is 48.5%.

The horizontal extent of the die came out at 96 um. The run finished with clean final reports. Per the synthesis report, the adder-cell share of the synthesized area is 23.4%. For reference, the critical path cell chain is inv_1, ha_1, and4bb_2, a21boi_4, o2111ai_4, buf_4, a221oi_2, o21a_1, dlygate4sd2_1.

The layout summary lists the proportion of cells stronger than drive strength 1 as 27.1%. The worst setup path is captured at an output port. The switching component of the power was reported as 0.157 mW.

The count of input and output buffers is 7. In this run, the synthesized area fraction spent on and/or/nand/nor cells is recorded as 18.3%. The tool flagged a number of max-cap violations equal to 0.

The launching instance or port of the critical path is b[4]$_DFF_P_. The maximum fanout count along the critical path is 3. The via-per-instance ratio came out at 3.53. For reference, the mux area share after synthesis is 0%. Setup repair after global routing left no endpoint under its margin. The final total negative setup slack came out at 0 ns. The floorplan core density came out at 15.4%. Among the non-sequential cells, adder cells take the most area. The leakage component of the power was reported as 0.585 nW. The number of library cell types mapped by synthesis came out at 25.

The total of hold buffers inserted after clock tree synthesis is 0. The global-route usage over all layers is 3.83%. The area enclosed by the die boundary came out at 9220 um^2. The final antenna diode tally reported by the flow is 0.

In the CTS report, the clock slew at the register clock pins of the worst setup and hold paths is listed as 0.03 ns. In this run, the synthesized area fraction spent on xor and xnor cells is recorded as 0%. The worst-margin pin slew came out at 0.288 ns. The tightest slew margin relative to the limit came out at 80.8%.

The number of global-route vias before repair came out at 679. The net switching fraction of the power is 19.8%. The internal power came out at 0.636 mW. In the Yosys report the total cell count is 84. The post-synthesis sequential element count came out at 16. The first-pass GRT wire length came out at 2.79 mm. The final wirelength came out at 1.71 mm.
-- power by group through the flow --
stage         Sequential [mW]  Combinational (mW)  Clock, mW
CTS                     0.241              0.0881      0.477
global route            0.242               0.104      0.495
finish                  0.241              0.0929      0.459
-- state kept, by name, summed over array words and instances, names as in the netlist --
register,flops
a,8
b,8
-- cells in the mapped netlist (all sizes together) --
cell type,number,share of area [%]
and3,2,1.5
and4b,1,1.2
nor2b,4,2.9
a32oi,1,1.9
nand4,2,1.5
a211o,1,1.0
and4bb,1,1.5
a41oi,1,1.0
nor2,2,0.88
a221oi,1,1.0
dfxtp,16,37
nand2b,2,1.5
o21ai,4,2.3
o2111ai,2,2.8
a31oi,1,0.73
ha,16,23
a21boi,1,0.88
inv,19,8.3
nand3,1,0.58
nand2,1,0.73
nor3b,4,6.1
o21a,1,0.88
-- layer usage --
metal / wire length, um / up-vias / track usage, %
met3: 52 / 10 / 1.42
met5: 0 / - / 0
li1: - / 330 / -
met1: 697 / 279 / 3.94
met2: 835 / 13 / 5.94
met4: 127 / 0 / 3.56
-- kinds of logic (layout without fill, tap and decap cells) --
family,count (synthesis),after routing
flops,16,16
compound gates,13,13
buf+inv,19,42
fa+ha+maj,16,16
simple gates,20,20
-- repair_timing --
| item | 4_1_cts | 5_1_grt |
|---|---|---|
| buffers inserted | 2 | 2 |
| pin swaps | 9 | 10 |
| gates resized | 10 | 5 |
| endpoints found under the setup margin | 2 | 2 |
-- per-stage QoR --
step / worst slack (ns) / hold WS, ns / instance area, um^2
floorplan: 0.761 / 0.608 / 856
global placement: 0.181 / 1.14 / 1020
detailed placement: 0.154 / 1.15 / 1020
CTS: 0.0513 / 0.916 / 1240
global route: 0.00453 / 0.913 / 1270
finish: 0.135 / 0.902 / 1270
-- layout make-up --
| class | instances | area (um^2) |
|---|---|---|
| clock buffers | 12 | 165 |
| fillers | 586 | 4270 |
| inverters | 19 | 71.3 |
| multi-input cells | 49 | 522 |
| flip-flops and latches | 16 | 323 |
| well taps | 72 | 90.1 |
| repair buffers | 11 | 100 |
-- cells in the final DEF (no fill, tap or decap), drive strengths merged --
master	instances
nand3	1
nand4	2
o21a	1
buf	4
a211o	1
o2111ai	2
dfxtp	16
clkbuf	12
o21ai	4
dlygate4sd2	2
nor2	2
and4bb	1
nand2	1
nand2b	2
ha	16
nor3b	4
inv	19
a21boi	1
and4b	1
and3	2
a41oi	1
clkdlybuf4s50	4
dlymetal6s2s	1
a32oi	1
nor2b	4
a31oi	1
a221oi	1
-- worst min path at each step --
stage     start           end  slack (ns)
4_1_cts    y[0]  a[0]$_DFF_P_        0.92
5_1_grt    y[3]  a[7]$_DFF_P_        0.91
6_report   y[3]  a[7]$_DFF_P_        0.90
-- worst max-delay path, delay by kind of cell, from the launching register on --
kind                     cells  cell delay [ns]
AND-OR/OR-AND                4             0.70
adder cells (fa/ha/maj)      1             0.27
flip-flops                   1             0.32
AND/OR/NAND/NOR              1             0.26
buffers and inverters        3             0.42
Power and IR drop assume default switching activity.
