<file path="/design/flow/run.sh">
#!/bin/bash
# OpenROAD 26Q1-2900-gdf79404cd8, Yosys 0.63+post, stock flow scripts
make -C /OpenROAD-flow-scripts/flow DESIGN_CONFIG=/design/flow/config.mk WORK_HOME=/design/flow/orfs finish
</file>
<file path="/design/flow/config.mk">
export PLATFORM = sky130hd
export DESIGN_NAME = rippling_led
export DESIGN_NICKNAME = rippling_led
export VERILOG_FILES = /design/flow/design.v
export SDC_FILE = /design/flow/constraint.sdc
export NUM_CORES = 4
export LEC_CHECK = 1
export CORE_UTILIZATION = 40
</file>
<file path="/design/flow/constraint.sdc">
current_design rippling_led

set clk_period 6.3
set clk_io_pct 0.2

create_clock -name clk0 -period $clk_period [get_ports {clk}]

set non_clock_inputs [all_inputs -no_clocks]
set_input_delay [expr $clk_period * $clk_io_pct] -clock clk0 $non_clock_inputs
set_output_delay [expr $clk_period * $clk_io_pct] -clock clk0 [all_outputs]
</file>
<file path="/design/flow/design.v">
`timescale 1ns / 1ps
module rippling_led(clk,led0,led1,led2,led3,led4,led5,led6,led7);
	input clk;
	output led0,led1,led2,led3,led4,led5,led6,led7;
	reg led0,led1,led2,led3,led4,led5,led6,led7;
	reg [31:0]counter;
	initial begin
		counter <= 32'b0;
		led0<= 1;
		led1<= 0;
		led2<= 0;
		led3<= 0;
		led4<= 0;
		led5<= 0;
		led6<= 0;
		led7<= 0;
	end
	always @(posedge clk) begin
		counter <= counter + 32'b1;
		if(counter == 50000000) begin
			led1 <= led0;
			led2 <= led1;
			led3 <= led2;
			led4 <= led3;
			led5 <= led4;
			led6 <= led5;
			led7 <= led6;
			led0 <= led7;
			counter <= 32'b0;
		end
	end
endmodule
</file>
==> metrics.csv <==
metric;value;unit
finalPower;417;uW
drv_cap;0;
n_antenna_cell;0;
cts_tree;built;
place_inst;227;
rsz0062_at_grt;false;
arrival;1.11;ns
top_layer;met4;
drt-pass1-iter-count;4;
initial_core_util;43.1;%
vias;1308;
final_cell_count_no_fill;235;
period_needed;2.37;ns
core;4140;um2
wl_met2;1410;um
synth_cells;173;
r2r_start;counter[16];
cts_hold_buf;0;
met3_length;154;um
clockBufferDepth;2;
synth_chip_area;1790;um2
tightest_slew;0.865;ns
finalSetupTns;0;ns
warnings;26;
port_buffers;8;
cp_max_fo;2;
post-route-drc-count;0;
clock.latency.late_pin;0.28;ns
fin_util;47.7;%
drt-initial-drc-count;53;
power.density;211;nW/um2
row_count;23;
grt_max_degree;22;
htree_num_levels;2;
grt_pass1_wl;5420;um
critPathTopFamily;buffers and inverters;
track_usage;15.9;%
post_cts_buffers;0;
cp.required;5.04;ns
die_area;4740;um2
antenna_found_initial;0;
wl_per_cell;13.8;um
io_pins;9;
area_growth;10.6;%
worst-path-buf-inv;1;
grt-ovfl-total;0;
whs_path_depth;0;
clock-sinks;40;
cts_resized;0;
cts_buffers;5;
power_leakage;0.675;nW
critPathKind;reg2out;
hold_violations;0;
start_kind;register;
slew_headroom;42.1;%
cp_slowest_cell;clkdlybuf4s50_1;
area_leaders;dfxtp_1 36%, edfxtp_1 13%, xnor2_1 9.8%, nand4_1 4.5%, nand3_1 3.1%;
fin_crit_sh;37.6;%
path_cells;clkdlybuf4s50_1;
report.final.setup_viol;0;
numSynthFlops;40;
synth-edff-count;8;
hold_path_startpoint;led7;
dp_hpwl;2320;um
synthDistinctLibCells;39;
async_flop_share;0;%
antenna_left;0;
peakVddDrop;0.000172;V
yosysTopAreaCellShare;35.8;%
cts_root_buffer;clkbuf_8;
fmax;422;MHz
skew;0.00426;ns
grt_pass1_vias;1186;
drive_above_1_share;9.19;%
routabilityCongestion;0.814;
fillers;385;
met1_length;1650;um
yosysMostFrequentCell;dfxtp_1;
die_width;68.9;um
reg2reg_slack;3.97;ns
hold_end;led0;
synth_area_leader_cell;dfxtp_1;
critical-path-max-stage-delay;0.46;ns
hp-class;reg2reg;
yosys_most_used_dff;dfxtp_1;
seqCellArea;881;um2
wirelength;3240;um
rr_worst_depth;3;
via_per_inst;5.57;
yosysSeqAreaShare;49.3;%
die_y;68.9;um
comb_area;851;um2
syn_area;1790;um2
worstReg2RegEnd;led5;
synth.avg_cell_area;10.3;um2
end_kind;output pin;
status;complete, no violations;
synth.cells.most_frequent;32 x dfxtp_1, 20 x xnor2_1, 13 x nand4_1, 12 x nor2_1;
slew_violations;0;
yosys_warnings;1;
yosys_cells;173;
clk_pin_slew;0.07;ns
## cells in the final DEF, fill, tap and decap left out, types with 3 or more instances in the layout
cell type,netlist,final
a21oi_1,3,3
and3_1,3,3
and4_1,3,3
clkbuf_8,0,5
clkdlybuf4s50_1,0,8
dfxtp_1,32,32
edfxtp_1,8,8
inv_1,6,6
nand2_1,11,11
nand3_1,11,11
nand4_1,13,13
nor2_1,12,12
nor4_1,5,5
o21ai_0,5,5
or3_1,6,6
or4_1,3,3
xnor2_1,20,20
## metrics by stage
stage / hold slack (ns) / worst slack (ns) / instance area [um2]
finish: 0.456 / 3.93 / 1980
global route: 0.482 / 3.72 / 1980
CTS: 0.464 / 3.92 / 1980
detailed placement: 0.439 / 3.94 / 1900
global placement: 0.441 / 3.99 / 1900
floorplan: 0.400 / 4.40 / 1790
## cells by family (layout without fill, tap and decap cells)
kind of cell	after synthesis	in the layout	synth area share (%)
AND/OR/NAND/NOR	84	84	30.0
flip-flops	40	40	49.3
XOR/XNOR	22	22	10.8
AND-OR/OR-AND	15	15	5.46
buffers and inverters	10	22	3.15
adder cells (fa/ha/maj)	2	2	1.40
## power by group
group          internal [mW]  switching [mW]
logic                      0               0
registers              0.260               0
clock network         0.0771          0.0806
## registers in the layout (all words and copies together) (netlist names)
register  flops
led4          1
led0          1
led6          1
led1          1
led3          1
led5          1
counter      32
led7          1
led2          1
## worst reg2reg max path, stage by stage (launching register included)
cell and delay, ns:
dfxtp_1 0.36, or4_1 0.52, or3_1 0.39, nor3_4 0.68
## area by class of cell
| class | instances | area share (%) |
|---|---|---|
| multi-input cells | 123 | 43.0 |
| repair buffers | 8 | 4.05 |
| inverters | 6 | 1.14 |
| well taps | 50 | 3.16 |
| flip-flops and latches | 40 | 44.6 |
| clock inverters | 1 | 0.190 |
| clock buffers | 7 | 3.86 |
## per-layer routing
| layer | vias to the layer above | global-route usage, % |
|---|---|---|
| met1 | 602 | 24.3 |
| met4 | 0 | 3.06 |
| li1 | 665 | - |
| met2 | 37 | 23.9 |
| met5 | - | 0 |
| met3 | 4 | 3.50 |
## how the worst max path moves through the flow
stage / start / cells after the start / slack (ns) / to
finish: led3 / 1 / 3.93 / led3
global route: counter[28] / 3 / 3.72 / led4
CTS: led5 / 1 / 3.92 / led5
Power is estimated from default activity; no workload was simulated.
